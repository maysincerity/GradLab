==> ./design.v <==
`timescale 1ns / 1ps
module MEM_WB (clk, rst,ena,instr_in,PC_in,A_in,B_in,AluResult_in,MD_in,WReg_in,JAL_in,LB_in,RegW_in,RegDst_in, syscall_in, R1Equal22_in, JMP_in, JR_in, Beq_in, Bne_in, AluEqual_in, BLTZandAR1_in,  M2R_in, instr_out,PC_out,A_out,B_out,AluResult_out,MD_out,WReg_out,JAL_out,LB_out,RegW_out,RegDst_out, syscall_out, R1Equal22_out, JMP_out, JR_out, Beq_out, Bne_out, AluEqual_out, BLTZandAR1_out,  M2R_out);
   input         clk;
   input         rst;
   input         ena;
   input  [31:0] instr_in;
   input  [31:0] PC_in;
   input  [31:0] A_in;
   input  [31:0] B_in;
   input  [31:0] AluResult_in;
   input  [31:0] MD_in;
   input  [4:0] WReg_in;
   input  JAL_in;
   input LB_in;
   input RegW_in;
   input  RegDst_in;
   input syscall_in;
   input R1Equal22_in;
   input JMP_in;
   input JR_in;
   input Beq_in;
   input Bne_in;
   input AluEqual_in;
   input BLTZandAR1_in;
   input M2R_in;
   output  [31:0] instr_out;
   output  [31:0] PC_out;
   output  [31:0] A_out;
   output  [31:0] B_out;
   output  [31:0] AluResult_out;
   output  [31:0] MD_out;
   output  [4:0] WReg_out;
   output  JAL_out;
   output  LB_out;
   output RegW_out;
   output  RegDst_out;
   output  syscall_out;
   output  R1Equal22_out;
   output  JMP_out;
   output  JR_out;
   output  Beq_out;
   output  Bne_out;
   output  AluEqual_out;
   output  BLTZandAR1_out;
   output  M2R_out;
    reg_pipeline #(32) Instr_Code (   clk,
                           0,
                           ena,
                           rst ? 0 : instr_in ,
                           instr_out);
    reg_pipeline #(32) PC_IN (   clk,
                                      0,
                                      ena,
                                      rst ? 0 : PC_in ,
                                      PC_out);
    reg_pipeline #(32) A_IN (   clk,
                                     0,
                                     ena,
                                     rst ? 0 :  A_in,
                                     A_out);
    reg_pipeline #(32) B_IN (   clk,
                                     0,
                                     ena,
                                     rst ? 0 : B_in ,
                                     B_out);
    reg_pipeline #(32) Imm_IN (   clk,
                                     0,
                                     ena,
                                     rst ? 0 : AluResult_in ,
                                     AluResult_out);
    reg_pipeline #(32) MD_IN (   clk,
                                     0,
                                     ena,
                                     rst ? 0 : MD_in ,
                                     MD_out);                                     
    reg_pipeline #(5) W_IN (   clk,
                                     0,
                                     ena,
                                     rst ? 0 :  WReg_in,
                                     WReg_out);
    reg_pipeline #(1) JAL_IN (   clk,
                                     0,
                                     ena,
                                     rst ? 0 :  JAL_in,
                                     JAL_out);
    reg_pipeline #(1) LB_IN (   clk,
                                     0,
                                     ena,
                                     rst ? 0 :  LB_in,
                                     LB_out);
    reg_pipeline #(1) RegW_IN (   clk,
                                     0,
                                     ena,
                                     rst ? 0 :  RegW_in,
                                     RegW_out);
    reg_pipeline #(1) RegDst_IN (   clk,
                                     0,
                                     ena,
                                     rst ? 0 :  RegDst_in,
                                     RegDst_out);
    reg_pipeline #(1) syscall_IN (   clk,
                                     0,
                                     ena,
                                     rst ? 0 :  syscall_in,
                                     syscall_out);
    reg_pipeline #(1) R1Equal22_IN (   clk,
                                     0,
                                     ena,
                                     rst ? 0 :  R1Equal22_in,
                                     R1Equal22_out);
    reg_pipeline #(1) JMP_IN (   clk,
                                     0,
                                     ena,
                                     rst ? 0 :  JMP_in,
                                     JMP_out);
    reg_pipeline #(1) JR_IN (   clk,
                                     0,
                                     ena,
                                     rst ? 0 :  JR_in,
                                     JR_out);
    reg_pipeline #(1) Beq_IN (   clk,
                                     0,
                                     ena,
                                     rst ? 0 :  Beq_in,
                                     Beq_out);
    reg_pipeline #(1) Bne_IN (   clk,
                                     0,
                                     ena,
                                     rst ? 0 :  Bne_in,
                                     Bne_out);
    reg_pipeline #(1) AluEqual_IN (   clk,
                                     0,
                                     ena,
                                     rst ? 0 :  AluEqual_in,
                                     AluEqual_out);
    reg_pipeline #(1) BLTZandAR1_IN (   clk,
                                     0,
                                     ena,
                                     rst ? 0 :  BLTZandAR1_in,
                                     BLTZandAR1_out);
    reg_pipeline #(1) M2R_IN (   clk,
                                     0,
                                     ena,
                                     rst ? 0 :  M2R_in,
                                     M2R_out);
endmodule
`timescale 1ns / 1ps
module reg_pipeline# (parameter in_width = 1)(
    input clk,
    input rst,
    input ena,
    input [in_width-1:0]data_in,
    output [in_width-1:0]data_out
    );
    reg [in_width-1:0]data = 0;
    always @(posedge clk or posedge rst) begin
        if(rst) data<=0;         
        else begin
            if(ena) data<=data_in;         
        end
    end
    assign data_out = data;
endmodule
==> ./run.sh <==
#!/bin/bash
# OpenROAD 26Q1-2900-gdf79404cd8, Yosys 0.63+post, stock flow scripts
make -C /OpenROAD-flow-scripts/flow DESIGN_CONFIG=/design/flow/config.mk WORK_HOME=/design/flow/orfs finish
==> ./config.mk <==
export PLATFORM = sky130hd
export DESIGN_NAME = MEM_WB
export DESIGN_NICKNAME = MEM_WB
export VERILOG_FILES = /design/flow/design.v
export SDC_FILE = /design/flow/constraint.sdc
export NUM_CORES = 4
export LEC_CHECK = 1
export CORE_AREA = 10 10 224 224
export DIE_AREA = 0 0 234 234
==> ./constraint.sdc <==
current_design MEM_WB

set clk_period 1.0
set clk_io_pct 0.2

create_clock -name clk0 -period $clk_period [get_ports {clk}]

set non_clock_inputs [all_inputs -no_clocks]
set_input_delay [expr $clk_period * $clk_io_pct] -clock clk0 $non_clock_inputs
set_output_delay [expr $clk_period * $clk_io_pct] -clock clk0 [all_outputs]
==> reports/results.txt <==
Category of the most critical setup path = register to output pin
Total via count after detailed routing = 5441
Total setup buffers inserted after CTS = 0
Headroom to the max-slew limit = 0.796
Setup repair after global routing missed its margin = true
Height of the die = 234 um
Worst Min Path Start = ena
Placer congestion estimate = 0.873
Outcome = complete, but fails checks
Fin crit period = 1.45 ns
Floorplan die width = 234 um
Half-perimeter wire length of the detailed placement result = 23200 um
Portion of synthesized cell area occupied by the leading cell type = 0.812
Row count = 78
Core area = 45300 um^2
First-pass GRT wire length = 40000 um
Slowest stage cell, crit path = sky130_fd_sc_hd__edfxtp_1
Area Overhead vs Synth = 67.5%
Number of hold buffers added after cts = 0
Static leakage = 0.00493 uW
Share of the cycle needed by the critical path after routing = 1.45
Number of I/O pins = 423
Total Routed Length = 28700 um
Largest net degree at the start of global routing = 34
Pins Over Slew Limit = 0
Overall chip area = 54800 um^2
Met2 track demand over resource = 0.156
Num CTS Buffers = 25
Number of sinks driven by the clock tree = 210
Met3 routing resource usage after global routing = 0.0688
Largest cells by area = sky130_fd_sc_hd__edfxtp_1 (81%), sky130_fd_sc_hd__nor2b_1 (17%), sky130_fd_sc_hd__buf_4 (1.3%), sky130_fd_sc_hd__buf_2 (0.58%), sky130_fd_sc_hd__and2b_1 (0.19%)
Final critical-path setup slack = -0.446 ns
Bufs on Longest Clock Path = 3
Count of antenna diodes in the layout = 0
Power after layout = 21500 uW
Power density relative to cell area = 1650 nW/um^2
CTS HTree Levels = 1
Number of port buffers = 422
Netlist area before placement = 7770 um^2
Met1 demand-to-capacity share in global routing = 0.120
Post-route cell area = 13000 um^2
Final setup vio count = 210
Yosys stat chip area = 7770 um^2
Initial detailed-routing violation count = 136
Clock tree from TritonCTS = yes
Required time of the worst setup path = 0.80 ns
Violated checks = setup timing
Endpoints failing hold = 0
Start point of the critical path = A_IN.data[9]
Initial antenna violation count = 2
Via count of the first global-routing pass = 5963
Worst Hold Slack = 0.0720 ns
First-pass iteration count of the detailed router = 4
Highest clock frequency the design can meet = 0.691 GHz
Global routing's busiest layer = met2
Clock transition at the register clock pins on the worst setup and hold paths after CTS = 0.06 ns
Kind of cell adding the most delay to the critical path = flip-flops
Synthesized flop and latch total = 210
Antenna violation net count after detailed routing = 0
Number of cell instances after yosys synthesis = 443
CP bufs+invs = 1
Number of maximum-capacitance violations = 0
Detail-routed via count per cell = 3.49
Sequential share of the synthesized area = 0.812
Total congestion overflow = 0
Pin slew with the least headroom to its limit = 0.307 ns
Max Fanout on Critical Path = 1
Delay of the slowest cell on the worst path = 0.53 ns
Critical path cell sequence = buf_2
Tool warning count = 27
Count of different cell masters after synthesis = 6
Cell area after placement = 13300 um^2
Cell chosen for the clock root = sky130_fd_sc_hd__clkbuf_16
Synthesized netlist cell count = 443
Total number of yosys warnings = 37
Avg Synthesized Cell Area = 17.5 um^2
Arrival time of data at the critical path endpoint = 1.25 ns
Most frequently placed logic cells in the final layout = sky130_fd_sc_hd__edfxtp_1 (210), sky130_fd_sc_hd__clkdlybuf4s50_1 (210), sky130_fd_sc_hd__nor2b_1 (208), sky130_fd_sc_hd__buf_2 (208), sky130_fd_sc_hd__buf_4 (58)
Highest ir drop seen on vdd = 1.27 mV
Core utilization at floorplan = 0.172
Startpoint type of the worst setup path = register
GRT Util Overall = 0.102
Minimum setup slack after placement = -0.315 ns
Total DRC errors in the routed layout = 0
WL/cell = 18.4 um
Post-synth top area cell = sky130_fd_sc_hd__edfxtp_1
Capturing element type of the critical path = output pin
Worst min-delay path category = input pin to register
Share of final-layout standard cells stronger than drive strength 1 = 0.335
==> report_power, final <==
part | internal, uW | leakage, uW | total, uW | switching [uW]
combinational | 1590 | 0.00253 | 2400 | 815
clock | 4830 | 0.000372 | 8380 | 3550
sequential | 10500 | 0.00202 | 10700 | 225
==> final cells by class <==
type	count	area, um^2
Clock buffer	27	633
Clock inverter	17	121
Fill cell	4634	32300
Multi-Input combinational cell	210	1320
Sequential cell	210	6310
Tap cell	600	751
Timing Repair Buffer	493	3890
==> cell usage after synthesis (all sizes together) <==
| library cell | instances |
|---|---|
| nor2b | 208 |
| and2b | 2 |
| buf | 22 |
| edfxtp | 210 |
| clkbuf | 1 |
==> cells by family (layout without fill, tap and decap cells) <==
group,after synthesis,in the layout,share of synthesized area
buf+inv,23,537,0.0188
flops,210,210,0.812
simple gates,210,210,0.169
==> sequential cells by signal, indices dropped and copies added (netlist names), 5 cells and up <==
signal and flops:
MD_IN.data 32, Imm_IN.data 32, W_IN.data 5, PC_IN.data 32, Instr_Code.data 32, A_IN.data 32, B_IN.data 32
==> per-stage QoR <==
| stage | setup TNS [ns] | utilization | std cells |
|---|---|---|---|
| 2_1_floorplan | 0 | - | 443 |
| 3_3_place_gp | -19.93 | 0.294 | 1513 |
| 3_5_place_dp | -23.43 | 0.294 | 1513 |
| 4_1_cts | -54.68 | 0.287 | 1557 |
| 5_1_grt | -56.56 | 0.287 | 1557 |
| 6_report | -45.71 | 0.287 | 1557 |
==> path summary, 6_finish.rpt <==
check,end,slack (ns),cells past startpoint
hold / removal,B_IN.data[15],0.07,2
setup / recovery,A_out[9],-0.45,1
==> what timing repair did <==
action,in CTS,in global routing
endpoints found under the setup margin,210,210
resized,718,1
pin swaps,0,0
hold endpoints to repair,0,0
==> routing by layer <==
layer | part of all wire | vias up
met1 | 0.37 | 2509
met4 | 0.017 | 2
met2 | 0.44 | 354
met5 | 0.00045 | -
met3 | 0.17 | 35
li1 | - | 2541
No activity file was given, so power comes from the tool's default toggle rates.
