## constraint.sdc

```tcl
current_design ID_EX

set clk_period 1.0
set clk_io_pct 0.2

create_clock -name clk0 -period $clk_period [get_ports {clk}]

set non_clock_inputs [all_inputs -no_clocks]
set_input_delay [expr $clk_period * $clk_io_pct] -clock clk0 $non_clock_inputs
set_output_delay [expr $clk_period * $clk_io_pct] -clock clk0 [all_outputs]
```

## config.mk

```make
export PLATFORM = sky130hd
export DESIGN_NAME = ID_EX
export DESIGN_NICKNAME = ID_EX
export VERILOG_FILES = /design/flow/design.v
export SDC_FILE = /design/flow/constraint.sdc
export NUM_CORES = 4
export LEC_CHECK = 1
export CORE_AREA = 10 10 213 213
export DIE_AREA = 0 0 223 223
```

## design.v

```verilog
`timescale 1ns / 1ps
module ID_EX (clk, rst,ena,instr_in,PC_in,A_in,B_in,Imm_in,WReg_in,JAL_in,LB_in,RegW_in,RegDst_in, syscall_in, R1Equal22_in, JMP_in, JR_in, Beq_in, Bne_in, AluEqual_in, BLTZandAR1_in, MemW_in,ALUop_in,ALUsrc_in,BLTZ_in, SLLV_in, SignedExt_in, M2R_in, R2F2_in,instr_out,PC_out,A_out,B_out,Imm_out,WReg_out,JAL_out,LB_out,RegW_out,RegDst_out, syscall_out, R1Equal22_out, JMP_out, JR_out, Beq_out, Bne_out, AluEqual_out, BLTZandAR1_out, MemW_out,ALUop_out,ALUsrc_out,BLTZ_out, SLLV_out, SignedExt_out, M2R_out, R2F2_out);
   input         clk;
   input         rst;
   input         ena;
   input  [31:0] instr_in;
   input  [31:0] PC_in;
   input  [31:0] A_in;
   input  [31:0] B_in;
   input  [31:0] Imm_in;
   input  [4:0] WReg_in;
   input  JAL_in;
   input LB_in;
   input RegW_in;
   input  RegDst_in;
   input syscall_in;
   input R1Equal22_in;
   input JMP_in;
   input JR_in;
   input Beq_in;
   input Bne_in;
   input AluEqual_in;
   input BLTZandAR1_in;
   input MemW_in;
   input  [3:0] ALUop_in;
   input  ALUsrc_in;
   input BLTZ_in;
   input SLLV_in;
   input SignedExt_in;
   input M2R_in;
   input R2F2_in;
   output  [31:0] instr_out;
   output  [31:0] PC_out;
   output  [31:0] A_out;
   output  [31:0] B_out;
   output  [31:0] Imm_out;
   output  [4:0] WReg_out;
   output  JAL_out;
   output  LB_out;
   output  RegW_out;
   output  RegDst_out;
   output  syscall_out;
   output  R1Equal22_out;
   output  JMP_out;
   output  JR_out;
   output  Beq_out;
   output  Bne_out;
   output  AluEqual_out;
   output  BLTZandAR1_out;
   output  MemW_out;
   output  [3:0] ALUop_out;
   output  ALUsrc_out;
   output  BLTZ_out;
   output  SLLV_out;
   output  SignedExt_out;
   output  M2R_out;
   output  R2F2_out;
    reg_pipeline #(32) Instr_Code (   clk,
                           0,
                           ena,
                           rst ? 0 : instr_in ,
                           instr_out);
    reg_pipeline #(32) PC_IN (   clk,
                                      0,
                                      ena,
                                      rst ? 0 : PC_in ,
                                      PC_out);
    reg_pipeline #(32) A_IN (   clk,
                                     0,
                                     ena,
                                     rst ? 0 :  A_in,
                                     A_out);
    reg_pipeline #(32) B_IN (   clk,
                                     0,
                                     ena,
                                     rst ? 0 : B_in ,
                                     B_out);
    reg_pipeline #(32) Imm_IN (   clk,
                                     0,
                                     ena,
                                     rst ? 0 : Imm_in ,
                                     Imm_out);
    reg_pipeline #(5) W_IN (   clk,
                                     0,
                                     ena,
                                     rst ? 0 :  WReg_in,
                                     WReg_out);
    reg_pipeline #(1) JAL_IN (   clk,
                                     0,
                                     ena,
                                     rst ? 0 :  JAL_in,
                                     JAL_out);
    reg_pipeline #(1) LB_IN (   clk,
                                     0,
                                     ena,
                                     rst ? 0 :  LB_in,
                                     LB_out);
    reg_pipeline #(1) RegW_IN (   clk,
                                     0,
                                     ena,
                                     rst ? 0 :  RegW_in,
                                     RegW_out);
    reg_pipeline #(1) RegDst_IN (   clk,
                                     0,
                                     ena,
                                     rst ? 0 :  RegDst_in,
                                     RegDst_out);
    reg_pipeline #(1) syscall_IN (   clk,
                                     0,
                                     ena,
                                     rst ? 0 :  syscall_in,
                                     syscall_out);
    reg_pipeline #(1) R1Equal22_IN (   clk,
                                     0,
                                     ena,
                                     rst ? 0 :  R1Equal22_in,
                                     R1Equal22_out);
    reg_pipeline #(1) JMP_IN (   clk,
                                     0,
                                     ena,
                                     rst ? 0 :  JMP_in,
                                     JMP_out);
    reg_pipeline #(1) JR_IN (   clk,
                                     0,
                                     ena,
                                     rst ? 0 :  JR_in,
                                     JR_out);
    reg_pipeline #(1) Beq_IN (   clk,
                                     0,
                                     ena,
                                     rst ? 0 :  Beq_in,
                                     Beq_out);
    reg_pipeline #(1) Bne_IN (   clk,
                                     0,
                                     ena,
                                     rst ? 0 :  Bne_in,
                                     Bne_out);
    reg_pipeline #(1) AluEqual_IN (   clk,
                                     0,
                                     ena,
                                     rst ? 0 :  AluEqual_in,
                                     AluEqual_out);
    reg_pipeline #(1) BLTZandAR1_IN (   clk,
                                     0,
                                     ena,
                                     rst ? 0 :  BLTZandAR1_in,
                                     BLTZandAR1_out);
    reg_pipeline #(1) MemW_IN (   clk,
                                     0,
                                     ena,
                                     rst ? 0 :  MemW_in,
                                     MemW_out);
    reg_pipeline #(4) ALUop_IN (   clk,
                                     0,
                                     ena,
                                     rst ? 0 :  ALUop_in,
                                     ALUop_out);
    reg_pipeline #(1) ALUsrc_IN (   clk,
                                     0,
                                     ena,
                                     rst ? 0 :  ALUsrc_in,
                                     ALUsrc_out);
    reg_pipeline #(1) BLTZ_IN (   clk,
                                     0,
                                     ena,
                                     rst ? 0 :  BLTZ_in,
                                     BLTZ_out);
    reg_pipeline #(1) SLLV_IN (   clk,
                                     0,
                                     ena,
                                     rst ? 0 :  SLLV_in,
                                     SLLV_out);
    reg_pipeline #(1) SignedExt_IN (   clk,
                                     0,
                                     ena,
                                     rst ? 0 :  SignedExt_in,
                                     SignedExt_out);
    reg_pipeline #(1) M2R_IN (   clk,
                                     0,
                                     ena,
                                     rst ? 0 :  M2R_in,
                                     M2R_out);
    reg_pipeline #(1) R2F2_IN (   clk,
                                     0,
                                     ena,
                                     rst ? 0 :  R2F2_in,
                                     R2F2_out);
endmodule
`timescale 1ns / 1ps
module reg_pipeline# (parameter in_width = 1)(
    input clk,
    input rst,
    input ena,
    input [in_width-1:0]data_in,
    output [in_width-1:0]data_out
    );
    reg [in_width-1:0]data = 0;
    always @(posedge clk or posedge rst) begin
        if(rst) data<=0;         
        else begin
            if(ena) data<=data_in;         
        end
    end
    assign data_out = data;
endmodule
```

## run.sh

```bash
#!/bin/bash
# OpenROAD 26Q1-2900-gdf79404cd8, Yosys 0.63+post, stock flow scripts
make -C /OpenROAD-flow-scripts/flow DESIGN_CONFIG=/design/flow/config.mk WORK_HOME=/design/flow/orfs finish
```

==> summary.rpt <==
==== FLOW RESULTS ====
----------------------------------------------------
[Status]
  Result of the run ........................ finished with violations
  Violations in the final reports ........................ setup timing

[Critical path]
  Worst path cell trace ........................ buf_2
  Highest-delay cell along the critical path ........................ edfxtp_1
  Worst Path Max Fanout ........................ 1
  Cell family with the largest share of critical-path delay ........................ flip-flops
  Worst Setup Path Type ........................ reg -> out
  Biggest cell delay along the critical path ........................ 510 ps
  Number of buffer and inverter instances along the worst setup path ........................ 1
  Kind of end point of the critical path ........................ output port
  Type of origin of the critical path ........................ register
  Data required time of the critical path ........................ approximately 800 ps
  Endpoint arrival time on the critical path ........................ 1150 ps

[Detailed routing]
  Remaining number of nets flagged by the antenna check after routing ........................ 0
  Vias per inst ........................ 3.44
  Average wire per standard cell ........................ 17.0 um
  Number of iterations in the first detailed-routing pass ........................ 4
  Detailed-route DRC error count ........................ 0
  Final WL ........................ 22,900 um
  Via count ........................ 4,629
  Number of inserted diodes ........................ 0
  Starting DRT DRC Count ........................ 218

[Timing]
  Total negative slack ........................ -26,680 ps
  Max-slew violation total from the final report ........................ 0
  Setup violators final ........................ 188
  Portion of the clock cycle consumed by the worst path in the final layout ........................ 135%
  Worst-case headroom to the max-slew limit ........................ 82.8%
  Max frequency ........................ 740 MHz
  Final Hold Violation Tally ........................ 0
  Actual transition at the worst max-transition pin ........................ roughly 260 ps
  Setup ws final ........................ -351 ps
  Final worst path period need ........................ 1350 ps
  Unrepaired setup endpoints after global routing ........................ true

[Layout]
  Layout Area Growth over Synthesis ........................ 56.8%
  Number of filler cells placed in the layout ........................ 4,204
  Layout cell share with drive strength beyond 1 ........................ a little over two fifths

[Clock network]
  Max clock buf depth ........................ 2
  H-tree levels ........................ 4
  TritonCTS clock tree ........................ done
  TritonCTS buffer count ........................ 17
  Post-CTS Repair Setup Buffers ........................ 0
  Clock tree sinks ........................ 188
  Root cell of the clock tree ........................ clkbuf_16
  Cts hold-fix bufs ........................ 0
  Clock-pin slew on the worst setup and hold paths ........................ 70 ps

[Floorplan]
  Core area ........................ 0.0408 sq mm
  Ports ........................ around 380
  DIE WIDTH ........................ 223 um
  Total die area ........................ just under 0.05 sq mm
  Effective utilization at floorplan ........................ ~18%
  Rows ........................ 74
  Y dimension of the die ........................ 223 um

[Place]
  Port bufs ........................ roughly 380
  Worst slack, placed ........................ -248 ps
  HPWL Detailed ........................ 18,000 um
  Routability cong. ........................ 0.790

[Synthesis]
  Area of the mapped netlist ........................ between 0.007 and 0.008 sq mm
  Synth area leaders ........................ edfxtp_1, nor2b_2, nor2b_1
  Netlist cell types ........................ 7
  Cell type contributing the most total cell area after synthesis ........................ edfxtp_1
  Area share of the leading cell type in the synthesized netlist ........................ between 70% and 80%
  Flip-flop and latch count after synthesis ........................ 188
  Yosys synthesis warning count ........................ 51
  Number of instances in the synthesized netlist ........................ ~400
  Mean instance size in the synthesized netlist ........................ about 18 sq um
  Cell total in the yosys stat output ........................ 397
  Total cell area reported by yosys after synthesis ........................ 0.00728 sq mm
  Share of the yosys chip area belonging to registers ........................ 77.5%

[Worst hold path]
  Path class of the lowest-slack min-delay path ........................ in -> reg

[Power]
  Total power ........................ 17.9 mW
  Leak Pwr ........................ approximately 4.2 nW
  Peak VDD IR ........................ approximately 1200 uV
  Total power divided by cell area ........................ 1560 mW/mm^2

[GRT]
  Number of antenna violations at the first check in global routing ........................ 3
  Most heavily used metal layer in global routing ........................ met2
  Via count of the first global-routing pass ........................ about 4,900
  All-Layer GR Usage ........................ 9.04%
  Wire length of the first global-routing pass ........................ 32,900 um
  Met1 usage ........................ 11.0%
  Maximum number of pins on one net before global-route repair ........................ 38
  Overflow left after global routing ........................ 0
  Met2 track utilization from global routing ........................ 14.1%
  GRT met3 Usage ........................ under 10%

[Run]
  Max_cap viols ........................ 0
  Tally of OpenROAD warnings ........................ 27

----------------------------------------------------
-- layer usage --
layer  up-vias  share of wire, %
met5         -              0.12
met4         4               1.1
met3        18                13
met2       229                48
met1      2192                39
li1       2186                 -
-- final timing paths --
check,cells after the start,from,end
hold / removal,2,rst,A_IN.data[1]
setup / recovery,1,B_IN.data[5],B_out[5]
-- cells by family (layout without fill, tap and decap cells) --
| kind of cell | count (synthesis) | in the layout | synth area share (%) |
|---|---|---|---|
| buffers and inverters | 21 | 439 | 2.90 |
| flip-flops | 188 | 188 | 77.5 |
| AND/OR/NAND/NOR | 188 | 188 | 19.6 |
-- power by group --
part | internal, mW | switching, mW | total (mW)
clock network | 3.21 | 3.07 | 6.28
registers | 9.35 | 0.149 | 9.50
logic | 1.36 | 0.713 | 2.08
total | 13.9 | 3.94 | 17.9
-- synth_stat cells --
master / number
buf_12: 1
buf_2: 6
buf_6: 13
buf_8: 1
edfxtp_1: 188
nor2b_1: 88
nor2b_2: 100
-- flip-flops by register name (all words and copies together) (netlist names), 4 cells and up --
signal,flops
W_IN.data,5
Imm_IN.data,32
A_IN.data,32
Instr_Code.data,32
PC_IN.data,32
ALUop_IN.data,4
B_IN.data,32
-- cells in the final DEF, fill, tap and decap left out, drive strengths merged --
cell	n
clkbuf	23
clkinvlp	3
nor2b	188
edfxtp	188
clkinv	5
clkdlybuf4s50	188
inv	3
buf	217
-- layout make-up --
cell class                      count  area (sq um)  area share [%]
Clock inverter                     11          87.6           0.767
Sequential cell                   188          5650            49.4
Timing Repair Buffer              407          3160            27.6
Tap cell                          532           666            5.83
Multi-Input combinational cell    188          1430            12.5
Clock buffer                       21           440            3.86
-- through the flow --
step,std cells,cell area (sq um),hold WS [ps],utilization (%)
floorplan,397,7280,312,-
detailed placement,1315,11800,653,29.0
global placement,1315,11800,657,29.0
finish,1347,11400,164,28.0
global route,1347,11400,182,28.0
CTS,1347,11400,144,28.0
-- timing repair --
action	CTS	global route
resized	644	0
endpoints found under the setup margin	188	188
pin swaps	0	0
Power is estimated from default activity; no workload was simulated.
