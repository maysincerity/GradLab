==> flow/design.v <==
`timescale 1ns / 1ps
module EX_MEM (clk, rst,ena,instr_in,PC_in,A_in,B_in,AluResult_in,WReg_in,JAL_in,LB_in,RegW_in,RegDst_in, syscall_in, R1Equal22_in, JMP_in, JR_in, Beq_in, Bne_in, AluEqual_in, BLTZandAR1_in, MemW_in, M2R_in, instr_out,PC_out,A_out,B_out,AluResult_out,WReg_out,JAL_out,LB_out,RegW_out,RegDst_out, syscall_out, R1Equal22_out, JMP_out, JR_out, Beq_out, Bne_out, AluEqual_out, BLTZandAR1_out, MemW_out, M2R_out);
   input         clk;
   input         rst;
   input         ena;
   input  [31:0] instr_in;
   input  [31:0] PC_in;
   input  [31:0] A_in;
   input  [31:0] B_in;
   input  [31:0] AluResult_in;
   input  [4:0] WReg_in;
   input  JAL_in;
   input LB_in;
   input RegW_in;
   input  RegDst_in;
   input syscall_in;
   input R1Equal22_in;
   input JMP_in;
   input JR_in;
   input Beq_in;
   input Bne_in;
   input AluEqual_in;
   input BLTZandAR1_in;
   input MemW_in;
   input M2R_in;
   output  [31:0] instr_out;
   output  [31:0] PC_out;
   output  [31:0] A_out;
   output [31:0] B_out;
   output  [31:0] AluResult_out;
   output [4:0] WReg_out;
   output  JAL_out;
   output  LB_out;
   output  RegW_out;
   output  RegDst_out;
   output  syscall_out;
   output  R1Equal22_out;
   output  JMP_out;
   output  JR_out;
   output  Beq_out;
   output  Bne_out;
   output  AluEqual_out;
   output  BLTZandAR1_out;
   output  MemW_out;
   output  M2R_out;
    reg_pipeline #(32) Instr_Code (   clk,
                           0,
                           ena,
                           rst ? 0 : instr_in ,
                           instr_out);
    reg_pipeline #(32) PC_IN (   clk,
                                      0,
                                      ena,
                                      rst ? 0 : PC_in ,
                                      PC_out);
    reg_pipeline #(32) A_IN (   clk,
                                     0,
                                     ena,
                                     rst ? 0 :  A_in,
                                     A_out);
    reg_pipeline #(32) B_IN (   clk,
                                     0,
                                     ena,
                                     rst ? 0 : B_in ,
                                     B_out);
    reg_pipeline #(32) Imm_IN (   clk,
                                     0,
                                     ena,
                                     rst ? 0 : AluResult_in ,
                                     AluResult_out);
    reg_pipeline #(5) W_IN (   clk,
                                     0,
                                     ena,
                                     rst ? 0 :  WReg_in,
                                     WReg_out);
    reg_pipeline #(1) JAL_IN (   clk,
                                     0,
                                     ena,
                                     rst ? 0 :  JAL_in,
                                     JAL_out);
    reg_pipeline #(1) LB_IN (   clk,
                                     0,
                                     ena,
                                     rst ? 0 :  LB_in,
                                     LB_out);
    reg_pipeline #(1) RegW_IN (   clk,
                                     0,
                                     ena,
                                     rst ? 0 :  RegW_in,
                                     RegW_out);
    reg_pipeline #(1) RegDst_IN (   clk,
                                     0,
                                     ena,
                                     rst ? 0 :  RegDst_in,
                                     RegDst_out);
    reg_pipeline #(1) syscall_IN (   clk,
                                     0,
                                     ena,
                                     rst ? 0 :  syscall_in,
                                     syscall_out);
    reg_pipeline #(1) R1Equal22_IN (   clk,
                                     0,
                                     ena,
                                     rst ? 0 :  R1Equal22_in,
                                     R1Equal22_out);
    reg_pipeline #(1) JMP_IN (   clk,
                                     0,
                                     ena,
                                     rst ? 0 :  JMP_in,
                                     JMP_out);
    reg_pipeline #(1) JR_IN (   clk,
                                     0,
                                     ena,
                                     rst ? 0 :  JR_in,
                                     JR_out);
    reg_pipeline #(1) Beq_IN (   clk,
                                     0,
                                     ena,
                                     rst ? 0 :  Beq_in,
                                     Beq_out);
    reg_pipeline #(1) Bne_IN (   clk,
                                     0,
                                     ena,
                                     rst ? 0 :  Bne_in,
                                     Bne_out);
    reg_pipeline #(1) AluEqual_IN (   clk,
                                     0,
                                     ena,
                                     rst ? 0 :  AluEqual_in,
                                     AluEqual_out);
    reg_pipeline #(1) BLTZandAR1_IN (   clk,
                                     0,
                                     ena,
                                     rst ? 0 :  BLTZandAR1_in,
                                     BLTZandAR1_out);
    reg_pipeline #(1) MemW_IN (   clk,
                                     0,
                                     ena,
                                     rst ? 0 :  MemW_in,
                                     MemW_out);
    reg_pipeline #(1) M2R_IN (   clk,
                                     0,
                                     ena,
                                     rst ? 0 :  M2R_in,
                                     M2R_out);
endmodule
`timescale 1ns / 1ps
module reg_pipeline# (parameter in_width = 1)(
    input clk,
    input rst,
    input ena,
    input [in_width-1:0]data_in,
    output [in_width-1:0]data_out
    );
    reg [in_width-1:0]data = 0;
    always @(posedge clk or posedge rst) begin
        if(rst) data<=0;         
        else begin
            if(ena) data<=data_in;         
        end
    end
    assign data_out = data;
endmodule
==> flow/run.sh <==
#!/bin/bash
# OpenROAD 26Q1-2900-gdf79404cd8, Yosys 0.63+post, stock flow scripts
make -C /OpenROAD-flow-scripts/flow DESIGN_CONFIG=/design/flow/config.mk WORK_HOME=/design/flow/orfs finish
==> flow/config.mk <==
export PLATFORM = sky130hd
export DESIGN_NAME = EX_MEM
export DESIGN_NICKNAME = EX_MEM
export VERILOG_FILES = /design/flow/design.v
export SDC_FILE = /design/flow/constraint.sdc
export NUM_CORES = 4
export LEC_CHECK = 1
export CORE_AREA = 10 10 231 231
export DIE_AREA = 0 0 241 241
==> flow/constraint.sdc <==
current_design EX_MEM

set clk_period 1.0
set clk_io_pct 0.2

create_clock -name clk0 -period $clk_period [get_ports {clk}]

set non_clock_inputs [all_inputs -no_clocks]
set_input_delay [expr $clk_period * $clk_io_pct] -clock clk0 $non_clock_inputs
set_output_delay [expr $clk_period * $clk_io_pct] -clock clk0 [all_outputs]
==> run summary <==
OpenROAD warning count: 27
post-synthesis adder-cell area fraction: 0%
VDD IR max: 1.33 mV
gr ovfl total: 0
Final setup viols: 179
final hold vios: 0
Buffers & Inverters on Critical Path: 1
Clock Root Buffer: clkbuf_16
syn avg cell area: 19.6 sq um
All-Layer GR Usage: 7.50%
Cell Pwr Density: 1550 nW/um^2
top cells by count, synth: edfxtp_1 (179), nor2b_4 (80), nor2b_1 (79)
P_leak: 4.50 nW
Slew Viols, Final: 0
GP Congestion: 0.807
Ys Warns: 38
via count: 4503
Cell Type Count: 7
Port-buffer cells: 360
layout cells sized above 1: 44.5%
area fraction in xor and xnor cells: 0%
endpoint type of the worst setup path: output port
top-count cell post-synth: edfxtp_1
mux share: 0%
measured slew at the worst slew-check pin: 0.299 ns
TritonRoute pass-1 iters: 4
Peak Freq: 752 MHz
Post-synth seq share: 72.5%
initial antenna violation count: 3
Setup WS post-layout: -0.329 ns
DR iter-0 viols: 90
vias in the first global route: 4796
main flop type: edfxtp_1
Num CTS Buffers: 17
Crit-path slowest cell: edfxtp_1
drc violations: 0
vias per cell: 3.20
dominant cell type by area after synthesis: edfxtp_1
Mapped Area: 7410 sq um
CTS tree: done
CP cell instances: buf_2
die outline height: 241 um
IO Pins: 361
crit-path max cell delay: 0.48 ns
HPWL Detailed: 17700 um
post-place setup slack: -0.232 ns
area of the multi-input gates: 1770 sq um
DRT antenna net count: 0
Routed WL: 22500 um
period utilization: 133%
first-pass GRT wire length: 31800 um
CTS clk-pin slew, worst paths: 0.07 ns
CP Launch Type: flip-flop
worst hold path type: input pin to flip-flop
status: complete, but fails checks
Yosys Instances: 378
Yosys reg bits: 179
Dominant comb cell: simple AND/OR/NAND/NOR gates
critical path data required time: 0.80 ns
max capacitance violation total: 0
critical path arrival: 1.13 ns
Crit path max-delay family: flip-flops
DIE WIDTH: 241 um
largest net degree at the start of global routing: 23
flip-flops with a built-in enable: 179
Ant. Diodes: 0
Syn-to-layout area delta: 58.1%
num rows: 80
CTS max path bufs: 2
clk sink count: 179
Synth area leaders: edfxtp_1 (73%), nor2b_4 (15%), nor2b_1 (6.7%)
Core ar.: 48000 sq um
number of H-tree levels: 4
placed cells: 1376
Final Non-Filler Cells: 1408
Worst Path Max Fanout: 1
Setup Fix Bufs, Post-CTS: 0
sequential cell area: 5380 sq um
Synth Area in Compound Gates: 0%
Avg WL per Cell: 16.0 um
Final Power: 18.1 mW
chip area: 58100 sq um
Top-area cell share: 72.5%
min Tclk post-route: 1.33 ns
filler instances: 5048
and+or+nand+nor area frac: 23.9%
RSZ-0062 raised after global routing: yes
Initial Utilization: 15.4%
YS chip area: 7410 sq um
Slew headroom: 80.1%
failing checks: negative setup slack
Mapped Cells: 378
ys async rst share: 0%
crit path kind: flip-flop to output port
[per-layer routing]
| metal | vias to the layer above | GRT usage [%] | share of wire, % |
|---|---|---|---|
| met5 | - | 0 | 0.12 |
| met1 | 2101 | 9.31 | 40 |
| met3 | 22 | 4.47 | 14 |
| met2 | 257 | 11.3 | 44 |
| met4 | 4 | 1.30 | 2.1 |
| li1 | 2119 | - | - |
[stage by stage]
| step | utilization, % | area [sq um] | setup TNS, ns | hold slack, ns |
|---|---|---|---|---|
| global route | 24.4 | 11700 | -40.38 | 0.114 |
| floorplan | - | 7410 | 0 | 0.312 |
| finish | 24.4 | 11700 | -28.95 | 0.131 |
| global placement | 25.0 | 12000 | -3.11 | 0.624 |
| detailed placement | 25.0 | 12000 | -3.40 | 0.631 |
| CTS | 24.4 | 11700 | -40.80 | 0.0923 |
[final cells by class]
cell class	count	share of cell area [%]
clock buffer	18	3.66
clock inverter	14	1.28
multi-input combinational	179	15.1
sequential	179	45.9
tap	615	6.57
timing repair buffer	403	27.5
[power breakdown]
part | switching (mW) | internal [mW]
Sequential | 0.141 | 8.91
Combinational | 0.777 | 1.51
Clock | 3.10 | 3.69
Total | 4.02 | 14.1
[flip-flops by register name, summed over array words and instances (netlist names), 5 cells and up]
register	cells
Imm_IN.data	32
Instr_Code.data	32
W_IN.data	5
B_IN.data	32
PC_IN.data	32
A_IN.data	32
[cell families (layout without fill, tap and decap cells)]
kind of cell / after synthesis / count (layout)
and+or+nand+nor: 179 / 179
DFF: 179 / 179
buffers and inverters: 20 / 435
[worst paths after layout]
kind | startpoint | to | depth (start not counted)
setup / recovery | Imm_IN.data[26] | AluResult_out[26] | 1
hold / removal | ena | Imm_IN.data[24] | 2
[timing repair]
action | in CTS | in global routing
hold buffers | 0 | 0
endpoints found under the setup margin | 179 | 179
resized | 602 | 0
[cells in the final DEF, fill, tap and decap left out]
master           count
buf_4               28
edfxtp_1           179
buf_8                1
buf_6                1
nor2b_4             80
buf_2              179
nor2b_2             20
clkbuf_16           17
clkdlybuf4s50_1    179
nor2b_1             79
clkinv_1             2
clkinvlp_4           4
bufinv_16            2
buf_12              15
clkinv_4             2
inv_6                4
clkbuf_1             1
Power and IR drop assume default switching activity.
